--- /design/flow/design.v ---
`timescale 1ns / 1ps
module graph(
   input clk,   
   input reset,   
   input [3:0] btn,   
   input gra_still,   
   input video_on,   
   input [9:0] x,   
   input [9:0] y,   
   output graph_on,   
   output reg l_hit, l_mis, r_hit, r_mis,   
   output reg [11:0] graph_rgb   
);
   parameter X_MAX = 639;   
   parameter Y_MAX = 479;   
   wire refresh_tick;
   assign refresh_tick = ((y == 481) && (x == 0)) ? 1 : 0;   
   parameter T_WALL_T = 64;     
   parameter T_WALL_B = 71;     
   parameter B_WALL_T = 476;    
   parameter B_WALL_B = 479;    
   parameter PAD_HEIGHT = 100;   
   parameter PAD_VELOCITY = 4;   
   parameter center_l = 317;   
   parameter center_r = 321;   
   parameter center_t = 72;    
   parameter center_b = 475;   
   parameter X_RPAD_L = 600;   
   parameter X_RPAD_R = 606;   
   reg [9:0] y_rpad_reg = 204;   
   reg [9:0] y_rpad_next;
   wire [9:0] y_rpad_t, y_rpad_b;   
   parameter X_LPAD_L = 32;    
   parameter X_LPAD_R = 38;    
   reg [9:0] y_lpad_reg = 204;   
   reg [9:0] y_lpad_next;
   wire [9:0] y_lpad_t, y_lpad_b;   
   parameter BALL_SIZE = 8;    
   wire [9:0] x_ball_l, x_ball_r, y_ball_t, y_ball_b;   
   reg [9:0] y_ball_reg, x_ball_reg;   
   wire [9:0] y_ball_next, x_ball_next;   
   reg [9:0] x_delta_reg, x_delta_next;   
   reg [9:0] y_delta_reg, y_delta_next;   
   parameter BALL_VELOCITY_POS = 1.0;     
   parameter BALL_VELOCITY_NEG = -1.0;    
   wire [2:0] rom_addr, rom_col;   
   reg [7:0] rom_data;   
   wire rom_bit;   
   always @(posedge clk or posedge reset)
       if (reset) begin
           y_rpad_reg <= 204;
           y_lpad_reg <= 204;
           x_ball_reg <= 0;
           y_ball_reg <= 0;
           x_delta_reg <= 10'h002;
           y_delta_reg <= 10'h002;
       end else begin
           y_rpad_reg <= y_rpad_next;
           y_lpad_reg <= y_lpad_next;
           x_ball_reg <= x_ball_next;
           y_ball_reg <= y_ball_next;
           x_delta_reg <= x_delta_next;
           y_delta_reg <= y_delta_next;
       end
   always @*
       case (rom_addr)
           3'b000: rom_data = 8'b00111100;
           3'b001: rom_data = 8'b01111110;
           3'b010: rom_data = 8'b11111111;
           3'b011: rom_data = 8'b11111111;
           3'b100: rom_data = 8'b11111111;
           3'b101: rom_data = 8'b11111111;
           3'b110: rom_data = 8'b01111110;
           3'b111: rom_data = 8'b00111100;
       endcase
   wire t_wall_on, b_wall_on, c_on;   
   assign c_on = ((center_l <= x) && (x <= center_r) && (center_t <= y) && (y <= center_b));
   assign t_wall_on = ((T_WALL_T <= y) && (y <= T_WALL_B));
   assign b_wall_on = ((B_WALL_T <= y) && (y <= B_WALL_B));
   assign y_rpad_t = y_rpad_reg;
   assign y_rpad_b = y_rpad_t + PAD_HEIGHT - 1;
   assign y_lpad_t = y_lpad_reg;
   assign y_lpad_b = y_lpad_t + PAD_HEIGHT - 1;
   always @* begin
       y_rpad_next = y_rpad_reg;
       y_lpad_next = y_lpad_reg;
       if (refresh_tick) begin
           y_rpad_next = y_rpad_reg + (btn[1] && y_rpad_b < B_WALL_T - PAD_VELOCITY ? PAD_VELOCITY : 
                           (btn[0] && y_rpad_t > T_WALL_B - PAD_VELOCITY ? -PAD_VELOCITY : 0));
           y_rpad_next = y_rpad_reg + (btn[3] && y_rpad_b < B_WALL_T - PAD_VELOCITY ? PAD_VELOCITY : 
                           (btn[2] && y_rpad_t > T_WALL_B - PAD_VELOCITY ? -PAD_VELOCITY : 0));
       end
   end
   assign x_ball_l = x_ball_reg;
   assign y_ball_t = y_ball_reg;
   assign x_ball_r = x_ball_l + BALL_SIZE - 1;
   assign y_ball_b = y_ball_t + BALL_SIZE - 1;
   assign sq_ball_on = (x_ball_l <= x) && (x <= x_ball_r) &&
                       (y_ball_t <= y) && (y <= y_ball_b);
   assign rom_addr = y[2:0] - y_ball_t[2:0];
   assign rom_col = x[2:0] - x_ball_l[2:0];
   assign rom_bit = rom_data[rom_col];
   assign ball_on = sq_ball_on & rom_bit;
   assign x_ball_next = (gra_still) ? X_MAX / 2 :
                        (refresh_tick) ? x_ball_reg + x_delta_reg : x_ball_reg;
   assign y_ball_next = (gra_still) ? Y_MAX / 2 :
                        (refresh_tick) ? y_ball_reg + y_delta_reg : y_ball_reg;
   always @* begin
       l_hit = 1'b0;
       l_mis = 1'b0;
       r_hit = 1'b0;
       r_mis = 1'b0;
       x_delta_next = x_delta_reg;
       y_delta_next = y_delta_reg;
       if (gra_still) begin
           x_delta_next = BALL_VELOCITY_NEG;
           y_delta_next = BALL_VELOCITY_POS;
       end else if (y_ball_t < T_WALL_B) begin
           y_delta_next = BALL_VELOCITY_POS;
       end else if (y_ball_b > B_WALL_T) begin
           y_delta_next = BALL_VELOCITY_NEG;
       end else if ((X_LPAD_L <= x_ball_l) && (x_ball_l <= X_LPAD_R) &&
                    (y_lpad_t <= y_ball_b) && (y_ball_t <= y_lpad_b)) begin
           x_delta_next = BALL_VELOCITY_POS;
           l_hit = 1'b1;
       end else if ((X_RPAD_L <= x_ball_r) && (x_ball_r <= X_RPAD_R) &&
                    (y_rpad_t <= y_ball_b) && (y_ball_t <= y_rpad_b)) begin
           x_delta_next = BALL_VELOCITY_NEG;
           r_hit = 1'b1;
       end else if (x_ball_l <= 0) begin
           x_delta_next = BALL_VELOCITY_POS;
           l_mis = 1'b1;
       end else if (x_ball_r >= X_MAX) begin
           x_delta_next = BALL_VELOCITY_NEG;
           r_mis = 1'b1;
       end
   end
   always @* begin
       graph_rgb = 12'h000;
       if (~video_on) begin
           graph_rgb = 12'h000;  
       end else if (t_wall_on || b_wall_on) begin
           graph_rgb = 12'hF00;  
       end else if (ball_on) begin
           graph_rgb = 12'h0F0;  
       end else if (c_on) begin
           graph_rgb = 12'h00F;  
       end else if (((X_RPAD_L <= x) && (x <= X_RPAD_R) && (y_rpad_t <= y) && (y <= y_rpad_b)) ||
                    ((X_LPAD_L <= x) && (x <= X_LPAD_R) && (y_lpad_t <= y) && (y <= y_lpad_b))) begin
           graph_rgb = 12'hFFF;  
       end
   end
   assign graph_on = video_on && (t_wall_on || b_wall_on || c_on || ball_on ||
                                  ((X_RPAD_L <= x) && (x <= X_RPAD_R) && (y_rpad_t <= y) && (y <= y_rpad_b)) ||
                                  ((X_LPAD_L <= x) && (x <= X_LPAD_R) && (y_lpad_t <= y) && (y <= y_lpad_b)));
endmodule
--- /design/flow/run.sh ---
#!/bin/bash
# OpenROAD 26Q1-2900-gdf79404cd8, Yosys 0.63+post, stock flow scripts
make -C /OpenROAD-flow-scripts/flow DESIGN_CONFIG=/design/flow/config.mk WORK_HOME=/design/flow/orfs finish
--- /design/flow/config.mk ---
export PLATFORM = sky130hd
export DESIGN_NAME = graph
export DESIGN_NICKNAME = graph
export VERILOG_FILES = /design/flow/design.v
export SDC_FILE = /design/flow/constraint.sdc
export NUM_CORES = 4
export LEC_CHECK = 1
export CORE_UTILIZATION = 40
--- /design/flow/constraint.sdc ---
current_design graph

set clk_period 6.8
set clk_io_pct 0.2

create_clock -name clk0 -period $clk_period [get_ports {clk}]

set non_clock_inputs [all_inputs -no_clocks]
set_input_delay [expr $clk_period * $clk_io_pct] -clock clk0 $non_clock_inputs
set_output_delay [expr $clk_period * $clk_io_pct] -clock clk0 [all_outputs]
==> impl_metrics.env <==
# yosys + openroad results
export IMPL_rsz0062_at_grt="false"
export IMPL_drt_total_wl_um=14100
export IMPL_async_reset_ff_share_pct=100
export IMPL_die_w_um=118
export IMPL_avgSynthCellArea_um2=8.09
export IMPL_powerDensity_nw_per_um2=85.6
export IMPL_post_route_period_util_pct=90.3
export IMPL_setup_worst_path_end_class="output port"
export IMPL_synth_cells=669
export IMPL_ff_type="dfrtp_1"
export IMPL_clock_skew_final_ns=0.00492
export IMPL_vias=5027
export IMPL_cpPeakStageDelay_ns=0.62
export IMPL_min_period_ns=6.14
export IMPL_wl_per_cell_um=16.2
export IMPL_crit_chain="clkdlybuf4s50_1, inv_1, ha_1, fa_1, xnor2_1, nand2_1, nand3_1, a21oi_1, a2111oi_0, and2_1, a41o_1, clkdlybuf4s50_1"
export IMPL_coreArea_um2=13200
export IMPL_root_buffer="clkbuf_16"
export IMPL_drtIter0Drc=300
export IMPL_syn_to_final_growth_pct=11.7
export IMPL_postSynthSeqShare_pct=15.9
export IMPL_maxCapViolations=0
export IMPL_seq_area_um2=858
export IMPL_cts_hold_buf=0
export IMPL_grt_antenna_before_repair=0
export IMPL_vias_per_cell=5.80
export IMPL_cts_made_buffers=5
export IMPL_synthTopCellsByCount="ha_1 (103), inv_1 (53), nand2_1 (51), a21oi_1 (43), nor2_1 (39)"
export IMPL_grt_overflow=0
export IMPL_crit_path_frequent_cell="clkdlybuf4s50_1"
export IMPL_synth_warnings=11
export IMPL_holdWs_ns=0.481
export IMPL_hpwl_um=10900
export IMPL_clock_sinks=34
export IMPL_row_count=42
export IMPL_synth_area_um2=5410
export IMPL_crit_type="in2out"
export IMPL_setup_violations=0
export IMPL_clkTransAtPathRegs_ns=0.06
export IMPL_status="complete, no violations"
export IMPL_grt_pass1_vias=4791
export IMPL_top_area_cell="ha_1"
export IMPL_ys_types=69
export IMPL_ant_nets=0
export IMPL_clock_fmax_mhz=163
export IMPL_grtUsageTotal_pct=21.3
export IMPL_port_buffers=42
export IMPL_warnings=40
export IMPL_chipHeight_um=118
export IMPL_slew_headroom_pct=52.6
export IMPL_area_leaders="ha_1 (24%), dfrtp_1 (13%), a21oi_1 (4.0%)"
export IMPL_min_path_type="reg2reg"
export IMPL_ys_seq_elements=34
export IMPL_drive_above_1_share_pct=4.20
export IMPL_cp_max_fo=5
export IMPL_comb_area_um2=4200
export IMPL_fin_setup_tns_ns=0
export IMPL_cp_start_kind="input port"
export IMPL_vdd_ir_drop_max_v=0.0000691
export IMPL_post_cts_buffers=0
export IMPL_finalHoldViolations=0
export IMPL_first_pass_iters=5
export IMPL_yosysMostFrequentCell="ha_1"
export IMPL_critPathArrivalTime_ns=4.78
export IMPL_top_area_share_pct=23.8
export IMPL_worst_pin_slew_ns=0.710
export IMPL_pin_count=45
export IMPL_clock_latency_ns=0.28
export IMPL_drv_slew=0
export IMPL_grt_max_degree=45
export IMPL_p_leak_nw=2.66
export IMPL_ctsResizeCount=0
export IMPL_edf_count=0
export IMPL_yosys_stat_area_um2=5410
export IMPL_drc=0
export IMPL_fp_util_pct=40.9
export IMPL_place_congestion=0.945
export IMPL_cts_tree="built"
export IMPL_crit_slowest_cell="clkdlybuf4s50_1"
export IMPL_grt_pass1_wl_um=23900
export IMPL_fillers=1300
export IMPL_cts_htree_levels=2
export IMPL_cp_required_ns=5.44
export IMPL_chipArea_um2=14000
export IMPL_ys_cells=669
export IMPL_antennaDiodeCount=0
export IMPL_clock_path_buffers=2
final timing paths:
path | startpoint | end | slack (ns) | depth (start not counted)
hold / removal | y_delta_reg[0]$_DFFE_PP0P_ | y_delta_reg[0]$_DFFE_PP0P_ | 0.48 | 1
setup reg to reg | y_rpad_reg[6]$_DFFE_PP1P_ | y_rpad_reg[9]$_DFFE_PP0P_ | 2.86 | 14
hold reg to reg | y_delta_reg[0]$_DFFE_PP0P_ | y_delta_reg[0]$_DFFE_PP0P_ | 0.48 | 1
max in group asynchronous | reset | y_rpad_reg[6]$_DFFE_PP1P_ | 4.95 | 3
setup / recovery | y[0] | graph_rgb[5] | 0.66 | 12
min in group asynchronous | reset | x_ball_reg[8]$_DFFE_PP0P_ | 1.48 | 3
through the flow:
stage	total power, mW	std cells	util, %	cell area (um2)	worst slack (ns)
floorplan	0.261	669	-	5410	2.04
global placement	0.299	860	44.7	5920	0.747
detailed placement	0.301	860	44.7	5920	0.688
CTS	0.520	867	45.7	6050	0.680
global route	0.539	867	45.7	6050	0.409
finish	0.518	867	45.7	6050	0.659
report_power, final:
part	leakage (nW)	switching, mW	internal [mW]
combinational	2.23	0.0525	0.0424
clock	0.0640	0.0863	0.134
sequential	0.365	0.00000363	0.203
total	2.66	0.139	0.379
cells in the final DEF (no fill, tap or decap), types with 5 or more instances in the layout:
cell / synthesis / routed
a21o_1: 8 / 8
nand4_1: 16 / 16
nor3_1: 19 / 19
o31ai_1: 6 / 6
nand3_1: 17 / 17
nor4_1: 7 / 7
nand2b_1: 8 / 8
dfstp_2: 6 / 6
clkdlybuf4s50_1: 0 / 42
nor2_1: 39 / 39
clkbuf_16: 0 / 5
o21ai_0: 38 / 38
o211ai_1: 15 / 15
a31oi_1: 6 / 6
dfrtp_1: 28 / 28
and4_1: 5 / 5
nor2b_1: 16 / 16
and3_1: 9 / 9
o41ai_1: 5 / 5
nand2_1: 51 / 51
xnor2_1: 22 / 22
ha_1: 103 / 103
xor2_1: 17 / 17
a211oi_1: 10 / 10
a21oi_1: 43 / 43
or3_1: 8 / 8
inv_1: 53 / 53
o21a_1: 9 / 9
fa_1: 5 / 5
worst max-delay path, delay by kind of cell:
family                   cells  cell delay (ns)
adder cells (fa/ha/maj)      2             0.70
AND/OR/NAND/NOR              3             0.42
buffers and inverters        3             1.21
AND-OR/OR-AND                3             0.89
XOR/XNOR                     1             0.20
area by class of cell:
cell class | instances | share of cell area (%)
multi-input cells | 552 | 69.4
flip-flops and latches | 34 | 14.2
clock buffers | 7 | 2.19
well taps | 176 | 3.64
inverters | 53 | 3.29
repair buffers | 45 | 7.32
logic make-up after synthesis:
kind of cell	share of synthesized area, %
DFF	15.9
adders and majority gates	26.1
muxes	0.185
and+or+nand+nor	20.9
buffers and inverters	6.63
AOI/OAI and AO/OA	23.6
xor gates and xnor gates	6.73
metal layers:
| layer | track usage [%] | vias to the layer above | share of wire [%] |
|---|---|---|---|
| li1 | - | 2524 | - |
| met1 | 32.0 | 2340 | 48 |
| met2 | 33.9 | 147 | 45 |
| met3 | 2.21 | 16 | 5.0 |
| met4 | 3.53 | 0 | 1.8 |
| met5 | 0 | - | 0 |
Power and IR drop assume default switching activity.
