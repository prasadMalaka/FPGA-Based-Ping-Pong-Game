<file path="config.mk">
export PLATFORM = sky130hd
export DESIGN_NAME = counter
export DESIGN_NICKNAME = counter
export VERILOG_FILES = /design/flow/design.v
export SDC_FILE = /design/flow/constraint.sdc
export NUM_CORES = 4
export LEC_CHECK = 1
export CORE_AREA = 10 10 80 80
export DIE_AREA = 0 0 90 90
</file>
<file path="constraint.sdc">
current_design counter

set clk_period 2.8
set clk_io_pct 0.2

create_clock -name clk0 -period $clk_period [get_ports {clk}]

set non_clock_inputs [all_inputs -no_clocks]
set_input_delay [expr $clk_period * $clk_io_pct] -clock clk0 $non_clock_inputs
set_output_delay [expr $clk_period * $clk_io_pct] -clock clk0 [all_outputs]
</file>
<file path="run.sh">
#!/bin/bash
# OpenROAD 26Q1-2900-gdf79404cd8, Yosys 0.63+post, stock flow scripts
make -C /OpenROAD-flow-scripts/flow DESIGN_CONFIG=/design/flow/config.mk WORK_HOME=/design/flow/orfs finish
</file>
<file path="design.v">
`timescale 1ns / 1ps
module counter(
    input clk,               
    input reset,             
    input l_d_inc,           
    input r_d_inc,           
    input d_clr,             
    output reg [3:0] dig0,   
    output reg [3:0] dig1,   
    output reg [3:0] dig2,   
    output reg [3:0] dig3    
);
    always @(posedge clk or posedge reset) begin
        if (reset) begin
            dig0 <= 0;
            dig1 <= 0;
            dig2 <= 0;
            dig3 <= 0;
        end
        else if (d_clr) begin
            dig0 <= 0;
            dig1 <= 0;
            dig2 <= 0;
            dig3 <= 0;
        end
        else begin
            if (r_d_inc) begin
                if (dig0 == 9) begin
                    dig0 <= 0;
                    if (dig1 == 9)
                        dig1 <= 0;
                    else
                        dig1 <= dig1 + 1;
                end
                else begin
                    dig0 <= dig0 + 1;
                end
            end
            if (l_d_inc) begin
                if (dig2 == 9) begin
                    dig2 <= 0;
                    if (dig3 == 9)
                        dig3 <= 0;
                    else
                        dig3 <= dig3 + 1;
                end
                else begin
                    dig2 <= dig2 + 1;
                end
            end
        end
    end
endmodule
</file>
==> impl.org <==
#+TITLE: Synthesis and PnR summary

** Status
- Outcome :: completed

** Power
- Of the total power, combinational logic draws between 10% and 20%.
- Net switching is 22.20% of the power.
- Clock network power share :: 40.4%
- In this run the static leakage power is 0.5413 nW.
- In this run the VDD rail shows a maximum IR drop of 0.4466 mV.
- The switching component of the power was reported as 111.6 uW.
- Per the summary, power density relative to cell area is ~390 nW/um^2.
- Total power :: 502.5 uW
- Proportion of power drawn by flip-flops and latches :: 49.3%
- Internal power :: 391.0 uW

** STA
- Final-report max-slew violation count :: 0
- Number of setup violations in the final report :: 0
- Setup slack after layout :: between 1 and 1.5 ns
- Worst Max-Slew Pin Slew :: between 0.5 and 0.6 ns
- Static timing analysis puts the maximum clock frequency at between 0.5 and 0.6 GHz.
- For reference, the final report shows the hold violation count at 0.
- Hold Slack :: 0.5641 ns
- On the final layout, the worst clock skew is 0.001611 ns.
- RSZ-0062 raised after global routing :: no
- Fraction of the cycle the final worst path needs :: 63.19%
- Minimum clock period after layout :: 1.769 ns
- Total Negative Setup Slacks :: 0 ns
- The worst-case max-slew headroom was logged as 60.04%.

** Drt
- Total length of routed wires :: 2.094 mm
- ANT cells :: 0
- The detailed router finished its first iteration with 23 violations.
- The script logs the mean routed wire length per placed instance as 11.57 microns.
- Per the detail_route report, the via count comes to 738.
- The DRC violation total left in the routed layout is recorded as 0.
- Nets still carrying antenna violations after routing amount to 0.
- Detailed-route vias per instance :: 4.077
- Router iterations before antenna repair :: 4

** Placement
- After detailed placement, the design holds a cell count of 177.
- In this run the tool buffered the top-level ports with 20 buffer cells.
- For this run the detailed placement stage logged an HPWL of 1.635 mm.
- Routability-driven placement finished with a final weighted congestion of around 0.83.
- Post-placement worst setup slack :: 0.7737 ns

** Setup path
- Maximum single-stage delay on the critical path :: 0.68 ns
- Critical path capture point type :: flip-flop
- Required time worst endpoint :: 2.97 ns
- Slowest cell on the critical path :: sky130_fd_sc_hd__clkdlybuf4s50_1
- Category of the worst setup path launch point :: primary input
- The report lists the cells along the critical path as clkdlybuf4s50_1, or4_4, o211ai_2.
- Type of the setup path with the least slack :: in -> reg
- Max fanout on the critical path was recorded as 18.
- The worst-case reg-to-reg setup slack stands at between 1 and 1.5 ns.
- Crit path arrival time :: 1.94 ns

** Floorplan
- Area of the core :: 4723 sq um
- Measured along the x axis, the die boundary spans around 90 microns.
- The vertical die dimension reported for this design is 90 microns.
- In this run the full chip footprint comes out at 8100 sq um.
- In this run the core area contains 25 standard-cell rows.
- 21 I/O pins were placed.
- Once the floorplan was initialized, standard cells occupied roughly a fifth of the core.

** Clock tree
- Maximum count of clock buffers along a single path :: 2
- In this run the post-CTS setup repair buffer count came out at 0.
- Clock tree from TritonCTS :: done
- Skew-Pair Late Insertion Delay :: 0.25 ns
- Number of H-tree levels :: 1
- Clock sink count :: 16
- Per the TritonCTS log, the buffer count is 3.
- Count of hold-fix buffers inserted at cts :: 0
- In this run, post-CTS repair resized a total of 0 instances.
- Cell chosen for the clock root :: sky130_fd_sc_hd__clkbuf_8
- The timing report gives the clock slew at the launch and capture registers of the worst setup and hold paths as roughly 0.060 ns.

** Global route
- The first global-routing pass estimated 3.539 mm of wire.
- Overflow after GRT :: 0
- Global routing used 5.115% of the available tracks.
- Pin count of the biggest net entering global routing :: 19
- Initial antenna violation count :: 0
- The via count of the first global-routing pass is 719.

** Hold path
- Hold crit path type :: reg -> reg

** Synth
- The synthesized netlist was found by Yosys to have 93 cells.
- Synthesized cell area :: 955.9 sq um
- Unique cell types :: 35
- Main flop type after synthesis :: sky130_fd_sc_hd__dfrtp_1
- Synthesis handed over a netlist of 93 instances.
- Ys flops :: 16
- Post-Synthesis Mean Instance Area :: 10.28 sq um
- Post-synth area from yosys stat :: 955.9 sq um
- Async set or reset register ratio after synthesis :: 100.0%
- Part of the Yosys area used for sequential elements :: 41.88%
- The warning tally printed by Yosys for this design is 1.
- Count of flip-flops with a built-in enable after synthesis :: 0

** Final layout
- Per the final layout report, the fraction of cells sized above drive strength 1 comes to 8.772%.
- The finished layout holds 181 standard cells, fillers aside.
- Area delta synth->final :: 33.90%

** Flow run
- Per the run summary, max-cap violations total 0.
- Summing over the stages, the warning tally comes to 29.
## critical path: cells and delay by family
kind                   cells  cell delay, ns
and+or+nand+nor            1            0.63
AOI/OAI and AO/OA          1            0.07
buffers and inverters      1            0.68
## cell usage after synthesis, types with 2 or more instances
library cell,count,area [sq um]
sky130_fd_sc_hd__nand4b_1,2,17.52
sky130_fd_sc_hd__o21ai_0,4,20.02
sky130_fd_sc_hd__nand3b_1,4,30.03
sky130_fd_sc_hd__and4b_1,2,20.02
sky130_fd_sc_hd__nand2_1,3,11.26
sky130_fd_sc_hd__xor2_1,2,17.52
sky130_fd_sc_hd__nor2_1,4,15.01
sky130_fd_sc_hd__dfrtp_1,16,400.4
sky130_fd_sc_hd__ha_1,8,100.1
sky130_fd_sc_hd__inv_1,11,41.29
sky130_fd_sc_hd__nand3_1,2,10.01
sky130_fd_sc_hd__a21oi_1,5,25.02
sky130_fd_sc_hd__nand2b_1,5,31.28
sky130_fd_sc_hd__mux2i_1,2,20.02
sky130_fd_sc_hd__buf_2,3,15.01
## metal layers
metal	global-route usage (%)	vias up	wire length (microns)	share of wire [%]
met5	0	-	0	0
met2	7.446	15	916	44
li1	-	375	-	-
met3	1.928	2	113	5.4
met4	0.2653	0	14	0.67
met1	7.394	346	1050	50
## cell type report
| class | count | area (sq um) |
|---|---|---|
| Timing Repair Buffer | 20 | 200.2 |
| Clock buffer | 4 | 55.05 |
| Inverter | 11 | 41.29 |
| Sequential cell | 16 | 400.4 |
| Tap cell | 67 | 83.83 |
| Multi-Input combinational cell | 63 | 499.2 |
| Fill cell | 487 | 3443 |
## stage by stage
| step | instance area (sq um) | utilization (%) |
|---|---|---|
| 5_1_grt | 1280 | 27.10 |
| 4_1_cts | 1280 | 27.10 |
| 2_1_floorplan | 955.9 | - |
| 3_3_place_gp | 1225 | 25.93 |
| 3_5_place_dp | 1225 | 25.93 |
| 6_report | 1280 | 27.10 |
## state kept, by name (all words and copies together), names as in the netlist
signal and count:
dig0 4, dig3 4, dig2 4, dig1 4
## logic make-up after synthesis
logic type,share of synthesized area (%)
AND-OR/OR-AND,15.84
XOR/XNOR,2.749
adder cells (fa/ha/maj),10.47
buffers and inverters,5.890
flip-flops,41.88
multiplexers,3.272
AND/OR/NAND/NOR,19.90
## cells in the final DEF, fill, tap and decap left out, drive strengths merged, types with 2 or more instances in the layout
| cell type | count |
|---|---|
| a21oi | 5 |
| inv | 11 |
| and4b | 2 |
| o211ai | 2 |
| ha | 8 |
| o21ai | 4 |
| nand4b | 3 |
| clkbuf | 4 |
| nand3b | 4 |
| nor2 | 4 |
| nand2b | 5 |
| nand2 | 3 |
| mux2i | 2 |
| dfrtp | 16 |
| clkdlybuf4s50 | 20 |
| xor2 | 2 |
| nand3 | 2 |
## worst paths after layout
kind                                     start             endpoint  cells after the start
min in group asynchronous                reset  dig0[3]$_DFFE_PP0P_                      2
min                        dig3[3]$_DFFE_PP0P_  dig3[3]$_DFFE_PP0P_                      1
max                                      d_clr  dig1[3]$_DFFE_PP0P_                      3
min reg2reg                dig3[3]$_DFFE_PP0P_  dig3[3]$_DFFE_PP0P_                      1
max in group asynchronous                reset  dig3[3]$_DFFE_PP0P_                      2
max reg2reg                dig0[1]$_DFFE_PP0P_  dig1[3]$_DFFE_PP0P_                      5
## power groups by stage
stage                 clock, mW  sequential (mW)  combinational [mW]
final                     0.203            0.248              0.0520
after global routing      0.224            0.249              0.0582
after CTS                 0.209            0.248              0.0537
Power figures rest on the tool's default switching activity, not on a simulated workload.
